$ cat flow/design.v
module keypad_scanner(
    input wire clk,            
    input wire reset,          
    input wire [3:0] col,      
    output reg [3:0] row,      
    output reg [3:0] key_code, 
    output reg key_valid       
);
    parameter SCAN_ROW0 = 2'b00;   
    parameter SCAN_ROW1 = 2'b01;   
    parameter SCAN_ROW2 = 2'b10;   
    parameter SCAN_ROW3 = 2'b11;   
    reg [1:0] current_state, next_state;
    reg key_pressed;            
    reg [3:0] detected_key;     
    always @(posedge clk or posedge reset) begin
        if (reset) begin
            current_state <= SCAN_ROW0;   
        end else begin
            current_state <= next_state;   
        end
    end
    always @(*) begin
        case (current_state)
            SCAN_ROW0: next_state = SCAN_ROW1;   
            SCAN_ROW1: next_state = SCAN_ROW2;   
            SCAN_ROW2: next_state = SCAN_ROW3;   
            SCAN_ROW3: next_state = SCAN_ROW0;   
            default:   next_state = SCAN_ROW0;   
        endcase
    end
    always @(*) begin
        case (current_state)
            SCAN_ROW0: row = 4'b1110;   
            SCAN_ROW1: row = 4'b1101;   
            SCAN_ROW2: row = 4'b1011;   
            SCAN_ROW3: row = 4'b0111;   
            default:   row = 4'b1111;   
        endcase
    end
    always @(*) begin
        key_pressed = 1'b0;         
        detected_key = 4'b0000;     
        case (current_state)
            SCAN_ROW0: begin
                if (col != 4'b1111) begin       
                    key_pressed = 1'b1;
                    case (col)
                        4'b1110: detected_key = 4'b0001;   
                        4'b1101: detected_key = 4'b0010;   
                        4'b1011: detected_key = 4'b0011;   
                        4'b0111: detected_key = 4'b1010;   
                        default: detected_key = 4'b0000;   
                    endcase
                end
            end
            SCAN_ROW1: begin
                if (col != 4'b1111) begin       
                    key_pressed = 1'b1;
                    case (col)
                        4'b1110: detected_key = 4'b0100;   
                        4'b1101: detected_key = 4'b0101;   
                        4'b1011: detected_key = 4'b0110;   
                        4'b0111: detected_key = 4'b1011;   
                        default: detected_key = 4'b0000;   
                    endcase
                end
            end
            SCAN_ROW2: begin
                if (col != 4'b1111) begin       
                    key_pressed = 1'b1;
                    case (col)
                        4'b1110: detected_key = 4'b0111;   
                        4'b1101: detected_key = 4'b1000;   
                        4'b1011: detected_key = 4'b1001;   
                        4'b0111: detected_key = 4'b1100;   
                        default: detected_key = 4'b0000;   
                    endcase
                end
            end
            SCAN_ROW3: begin
                if (col != 4'b1111) begin       
                    key_pressed = 1'b1;
                    case (col)
                        4'b1110: detected_key = 4'b1110;   
                        4'b1101: detected_key = 4'b0000;   
                        4'b1011: detected_key = 4'b1111;   
                        4'b0111: detected_key = 4'b1101;   
                        default: detected_key = 4'b0000;   
                    endcase
                end
            end
        endcase
    end
    always @(posedge clk or posedge reset) begin
        if (reset) begin
            key_code <= 4'b0000;
            key_valid <= 1'b0;
        end else begin
            if (key_pressed) begin
                key_code <= detected_key;   
                key_valid <= 1'b1;         
            end else begin
                key_valid <= 1'b0;         
            end
        end
    end
endmodule
module keypad_top(
    input wire clk_in,           
    input wire reset_btn,        
    input wire [3:0] keypad_col, 
    output wire [3:0] keypad_row, 
    output wire [3:0] led_out,   
    output wire key_detected     
);
    wire [3:0] internal_key_code;
    wire internal_key_valid;
    reg [15:0] clk_div_counter;
    reg scan_clk;
    always @(posedge clk_in or posedge reset_btn) begin
        if (reset_btn) begin
            clk_div_counter <= 16'b0;
            scan_clk <= 1'b0;
        end else begin
            clk_div_counter <= clk_div_counter + 1;
            if (clk_div_counter == 16'hFFFF) begin
                scan_clk <= ~scan_clk;   
            end
        end
    end
    keypad_scanner main_scanner (
        .clk(scan_clk),              
        .reset(reset_btn),
        .col(keypad_col),
        .row(keypad_row),
        .key_code(internal_key_code),
        .key_valid(internal_key_valid)
    );
    assign led_out = internal_key_code;    
    assign key_detected = internal_key_valid;  
endmodule
$ cat flow/run.sh
#!/bin/bash
# OpenROAD 26Q1-2900-gdf79404cd8, Yosys 0.63+post, stock flow scripts
make -C /OpenROAD-flow-scripts/flow DESIGN_CONFIG=/design/flow/config.mk WORK_HOME=/design/flow/orfs finish
$ cat flow/config.mk
export PLATFORM = sky130hd
export DESIGN_NAME = keypad_top
export DESIGN_NICKNAME = keypad_top
export VERILOG_FILES = /design/flow/design.v
export SDC_FILE = /design/flow/constraint.sdc
export NUM_CORES = 4
export LEC_CHECK = 1
export CORE_AREA = 10 10 94 94
export DIE_AREA = 0 0 104 104
$ cat flow/constraint.sdc
current_design keypad_top

set clk_period 4.2
set clk_io_pct 0.2

create_clock -name clk0 -period $clk_period [get_ports {clk_in}]

set non_clock_inputs [all_inputs -no_clocks]
set_input_delay [expr $clk_period * $clk_io_pct] -clock clk0 $non_clock_inputs
set_output_delay [expr $clk_period * $clk_io_pct] -clock clk0 [all_outputs]
==> datasheet_impl.txt <==
Characteristics after synthesis and place and route

Parameter                              Value

Synth
  Post-synthesis register bit count .................. 26
  Area share of and-or/or-and cells after synthesis .................. 10.9%
  Synth Area per Inst .................. 10.2 µm²
  Adder-cell area share of the yosys netlist .................. 1.01%
  Seq/Total Area, Yosys .................. 52.6%
  Number of distinct library cells after synthesis .................. 31
  Cell count listed in synth_stat.txt .................. between 100 and 150
  Synthesized-area fraction occupied by and/or/nand/nor cells .................. 19.7%
  Xor/xnor cell area share of the yosys netlist .................. 12.0%
  Synthesized area .................. around 1200 µm²
  Mux cell area share after synthesis .................. 0%
  Cells after synthesis .................. 122
  Summed standard-cell area reported by yosys .................. 1240 µm²
  Main combinational cell family by area after synthesis .................. simple AND/OR/NAND/NOR gates
  Count of warnings emitted by yosys .................. 2

Final timing
  Final max-slew violation count .................. 0
  Number of unconstrained endpoints .................. 18
  Worst Slack Setup Final .................. 2.86 ns
  Sum of negative setup slack .................. 0 ns
  Maximum clock frequency .................. 0.744 GHz
  RSZ-0062 raised after global routing .................. false
  Crit share post-route .................. 32.0%
  Final hold violations .................. 0
  Setup Skew .................. 0.00299 ns
  Crit path time final .................. about 1.3 ns
  Final setup violating endpoints .................. 0
  Headroom to the max-slew limit .................. 65.1%
  Transition time of the tightest slew-check pin .................. 0.521 ns
  Count of unclocked register or latch pins .................. 9

Floorplan
  Height of the die .................. approximately 100 µm
  Overall chip area .................. 10800 µm²
  Floorplan utilization .................. 18.2%
  Number of placement rows .................. 30
  X dimension of the die .................. 104 µm
  I/O pin count .................. 15
  Area of the core .................. 6830 µm²

GRT
  Vias in the first global route .................. approximately 860
  GRT Residual Overflow .................. 0
  Overall routing resource usage .................. 4.38%
  Initial antenna violation count .................. 0
  Met1 usage in global routing .................. 6.57%
  GR peak layer .................. met1
  Global-route wire length before repair .................. 4190 µm
  GR Util met2 .................. 6.44%
  M3 GR Usage .................. less than 1%
  Pin count of the biggest net entering global routing .................. 27

Worst setup path
  Crit path max-delay cell type .................. sky130_fd_sc_hd__dfrtp_1
  CP startpoint kind .................. flop
  Crit Path Category .................. flop to flop
  Data arrival at the endpoint of the critical path .................. 1.46 ns
  Critical path data required time .................. approximately 4.3 ns
  Kind of end point of the critical path .................. flop
  Critical path's top delay family .................. simple AND/OR/NAND/NOR gates
  Biggest cell delay along the critical path .................. 0.38 ns
  Combined buffer and inverter count along the critical path .................. 1
  Critical path cell sequence .................. ha_1 > inv_1 > nor2_2 > nand4_2 > xnor2_1
  Critical-path maximum fanout .................. 6

Placement
  Port Buf Inserts .................. 14
  Post-DP Area .................. between 1000 and 1500 µm²
  Number of placed cells counting well taps .................. 228
  Post-DP HPWL .................. 1680 µm
  Post-Place Worst Slack .................. 2.72 ns
  Routability congestion estimate .................. 0.798

CTS
  Longest Clk Path Bufs .................. 2
  Post-CTS clock slew at the launch and capture registers of the worst setup and hold paths .................. 0.06 ns
  Number of buffers inserted for hold repair after clock tree synthesis .................. 0
  H-tree lvl count .................. 1
  Quantity of gates resized following cts .................. 0
  Clock tree from TritonCTS .................. built
  CTS Root Cell .................. sky130_fd_sc_hd__clkbuf_8
  Clock insertion delay at the later pin of the skew report .................. around 0.24 ns
  Post-CTS repair timing setup buffer count .................. 0
  Number of buffers created by CTS .................. 3

Run
  Number of OpenROAD warnings .................. 25
  Max-cap viol count .................. 0

Finish
  Fillcell total .................. roughly 740
  Non-filler cells, final .................. 232
  Syn-to-layout area delta .................. 23.2%
  Fraction of layout instances using a drive strength above 1 .................. 8.09%
  Final std cell area, no fill .................. 1530 µm²

Route
  Post-detailed-route DRC marker count .................. 0
  Average vias per placed instance .................. ~3.8
  Antenna violation net count after detailed routing .................. 0
  Number of iterations in the first detailed-routing pass .................. 4
  Diodes inserted .................. 0
  Final wirelength .................. 2270 µm
  Routed wire length per instance .................. 9.76 µm
  Drt first-iter violations .................. 67
  Count of vias placed by the detailed router .................. roughly 890

Run status
  Status .................. complete, no violations

Pwr
  Maximum vdd ir drop .................. about 0.068 mV
  Power density over cell area .................. around 200 nW/µm²
  Leakage power total .................. roughly 0.61 nW

Hold path
  Path type of the worst min-delay path .................. flop to flop
-- cell usage after synthesis, drive strengths merged --
master,number,area [µm²]
nand3,7,35.0
o21a,1,7.51
o21ai,8,40.0
nand4b,2,17.5
nor4,1,6.26
o211ai,1,7.51
a221oi,1,8.76
a21oi,6,30.0
a31oi,1,6.26
or3,1,6.26
and3,2,12.5
xor2,4,35.0
nor2,6,27.5
and4,2,22.5
dfrtp,25,626
nand2b,1,6.26
xnor2,13,114
nor2b,1,6.26
nand4,5,37.5
ha,1,12.5
nand2,14,52.6
buf,5,25.0
dfstp,1,26.3
and2,2,13.8
o22ai,3,18.8
a21boi,1,7.51
inv,6,22.5
o2111ai,1,8.76
-- routing by layer --
layer	wire length, µm	vias up
li1	-	452
met1	1200	419
met2	945	13
met3	89	2
met4	29	0
met5	0	-
-- cell families after synthesis --
group,Yosys count
adder cells (fa/ha/maj),1
buffers and inverters,11
flip-flops,26
AND-OR/OR-AND,23
XOR/XNOR,17
AND/OR/NAND/NOR,44
-- state kept, by name, summed over array words and instances, names as in the netlist --
signal / flops
scan_clk: 1
main_scanner.current_state: 4
clk_div_counter: 16
main_scanner.key_valid: 1
main_scanner.key_code: 4
-- worst register-to-register path: cells and delay by family, from the launching register on --
| kind | cells | cell delay (ns) |
|---|---|---|
| AND/OR/NAND/NOR | 2 | 0.42 |
| flip-flops | 1 | 0.38 |
| adder cells (fa/ha/maj) | 1 | 0.22 |
| XOR/XNOR | 1 | 0.13 |
| buffers and inverters | 1 | 0.06 |
-- report_power, final --
part | total (W) | switching (W) | internal (W)
combinational | 0.0000271 | 0.0000167 | 0.0000104
sequential | 0.000164 | 0 | 0.000164
clock | 0.000116 | 0.0000487 | 0.0000671
total | 0.000307 | 0.0000654 | 0.000242
-- layout by cell type (no fill, tap or decap) --
cell | synthesis | routed
sky130_fd_sc_hd__nand4_2 | 1 | 1
sky130_fd_sc_hd__a21oi_1 | 6 | 6
sky130_fd_sc_hd__nand4_1 | 4 | 4
sky130_fd_sc_hd__nor2_2 | 2 | 2
sky130_fd_sc_hd__inv_1 | 6 | 6
sky130_fd_sc_hd__o211ai_1 | 1 | 1
sky130_fd_sc_hd__clkdlybuf4s50_1 | 0 | 14
sky130_fd_sc_hd__nor2b_1 | 1 | 1
sky130_fd_sc_hd__nand3_1 | 7 | 7
sky130_fd_sc_hd__nand2_1 | 14 | 14
sky130_fd_sc_hd__and2_2 | 1 | 1
sky130_fd_sc_hd__clkbuf_1 | 0 | 1
sky130_fd_sc_hd__xor2_1 | 4 | 4
sky130_fd_sc_hd__a31oi_1 | 1 | 1
sky130_fd_sc_hd__buf_4 | 0 | 1
sky130_fd_sc_hd__dfstp_2 | 1 | 1
sky130_fd_sc_hd__dfrtp_1 | 25 | 25
sky130_fd_sc_hd__o2111ai_1 | 1 | 1
sky130_fd_sc_hd__nor4_1 | 1 | 1
sky130_fd_sc_hd__nor2_1 | 4 | 4
sky130_fd_sc_hd__a21boi_0 | 1 | 1
sky130_fd_sc_hd__o21ai_0 | 8 | 8
sky130_fd_sc_hd__and2_1 | 1 | 1
sky130_fd_sc_hd__and3_1 | 2 | 2
sky130_fd_sc_hd__nand4b_1 | 2 | 2
sky130_fd_sc_hd__and4_4 | 2 | 2
sky130_fd_sc_hd__a221oi_1 | 1 | 1
sky130_fd_sc_hd__nand2b_1 | 1 | 1
sky130_fd_sc_hd__o22ai_1 | 3 | 3
sky130_fd_sc_hd__xnor2_1 | 13 | 13
sky130_fd_sc_hd__or3_1 | 1 | 1
sky130_fd_sc_hd__clkbuf_8 | 0 | 3
sky130_fd_sc_hd__ha_1 | 1 | 1
sky130_fd_sc_hd__o21a_1 | 1 | 1
-- cell type report --
type / count / area [µm²] / area share [%]
Sequential cell: 26 / 652 / 42.7
Multi-Input combinational cell: 85 / 541 / 35.4
Timing Repair Buffer: 15 / 148 / 9.66
Tap cell: 96 / 120 / 7.86
Clock buffer: 4 / 45.0 / 2.95
Inverter: 6 / 22.5 / 1.47
-- final timing paths --
path / start / to / slack (ns) / cells after the start
max: clk_div_counter[0] / scan_clk / 2.86 / 5
min: clk_div_counter[11] / clk_div_counter[11] / 0.47 / 1
max reg2reg: clk_div_counter[0] / scan_clk / 2.86 / 5
min reg2reg: clk_div_counter[11] / clk_div_counter[11] / 0.47 / 1
max in group asynchronous: reset_btn / clk_div_counter[8] / 3.01 / 3
min in group asynchronous: reset_btn / clk_div_counter[4] / 0.95 / 3
-- stage by stage --
step	power, W	util (%)	hold slack, ns
5_1_grt	0.000323	22.4	0.487
3_3_place_gp	0.000194	21.7	0.457
2_1_floorplan	0.000186	-	0.437
4_1_cts	0.000311	22.4	0.472
6_report	0.000307	22.4	0.468
3_5_place_dp	0.000194	21.7	0.462
Power is estimated from default activity; no workload was simulated.
